==> design.v <==
`timescale 1ns / 1ps
module arith(a,b,opcode,outau);
input [15:0] a;
input [15:0] b;
input [2:0] opcode;
output [31:0] outau;
reg [31:0] outau;
always@(a,b,opcode)
begin
	case(opcode)
	3'b000: outau = {16'h0000, a + b};
	3'b001: outau = a * b;
	3'b010: if (a > b) begin
		outau = a - b;
		end
		else begin
		outau = b - a;
		end
	3'b011: if (a > b) begin
		outau = a / b;
		end
		else begin
		outau = b /a;
		end
	3'b100: outau = a + 1;
	3'b101: outau = a - 1;
	default outau = 32'h00000000;
	endcase
end
endmodule
==> run.sh <==
#!/bin/bash
# OpenROAD 26Q1-2900-gdf79404cd8, Yosys 0.63+post, stock flow scripts
make -C /OpenROAD-flow-scripts/flow DESIGN_CONFIG=/design/flow/config.mk WORK_HOME=/design/flow/orfs finish
==> config.mk <==
export PLATFORM = sky130hd
export DESIGN_NAME = arith
export DESIGN_NICKNAME = arith
export VERILOG_FILES = /design/flow/design.v
export SDC_FILE = /design/flow/constraint.sdc
export NUM_CORES = 4
export LEC_CHECK = 1
export CORE_UTILIZATION = 30
==> constraint.sdc <==
current_design arith

set clk_period 88.6
set clk_io_pct 0.2

create_clock -name clk0 -period $clk_period

set non_clock_inputs [all_inputs -no_clocks]
set_input_delay [expr $clk_period * $clk_io_pct] -clock clk0 $non_clock_inputs
set_output_delay [expr $clk_period * $clk_io_pct] -clock clk0 [all_outputs]
==> node_exporter_impl.prom <==
# HELP chip_impl_metric Flow report values
# TYPE chip_impl_metric gauge
chip_impl_metric{name="postPlaceCellArea",unit="mm²"} 0.04665
chip_impl_metric{name="final_core_utilization",unit=""} 0.4932
chip_impl_metric{name="slew_violations",unit=""} 0
chip_impl_metric{name="power",unit="µW"} 49490
chip_impl_info{name="violations",value="setup timing"} 1
chip_impl_info{name="worstSetupEndpointType",value="output pin"} 1
chip_impl_metric{name="core-area",unit="mm²"} 0.1074
chip_impl_metric{name="antenna_violating_nets_post_route",unit=""} 0
chip_impl_info{name="layout_top_cell_excl_fill_tap",value="buf_4"} 1
chip_impl_metric{name="detail_route.wirelength",unit="µm"} 138100
chip_impl_metric{name="internal_power",unit="µW"} 27610
chip_impl_metric{name="cellPowerDensity",unit="mW/mm²"} 934.7
chip_impl_metric{name="layout_area_overhead",unit="%"} 62.45
chip_impl_metric{name="synth_sequential_area_ratio",unit=""} 0
chip_impl_metric{name="area_enclosed_by_the_die_boundary",unit="mm²"} 0.1100
chip_impl_metric{name="finalHoldViolations",unit=""} 0
chip_impl_metric{name="place_ws",unit="ns"} -28.41
chip_impl_metric{name="timing.final.setup_violations",unit=""} 8
chip_impl_metric{name="p_sw_frac",unit=""} 0.4421
chip_impl_metric{name="count_of_warning_messages_emitted_by_the_tools",unit=""} 69
chip_impl_metric{name="timing.final.ws_setup",unit="ns"} -25.60
chip_impl_metric{name="synth.avg_cell_area",unit="µm²"} 7.272
chip_impl_metric{name="layout-drive-gt1-share",unit=""} 0.4174
chip_impl_metric{name="netlist_instances",unit=""} 4482
chip_impl_metric{name="fin_crit_sh",unit=""} 1.289
chip_impl_info{name="worstHoldPathType",value="in -> out"} 1
chip_impl_metric{name="wire_length_of_the_first_global_routing_pass",unit="µm"} 214100
chip_impl_metric{name="timing.hold.ws",unit="ns"} 36.37
chip_impl_metric{name="avgViaCountPerCell",unit=""} 5.275
chip_impl_metric{name="numPortBuffers",unit=""} 67
chip_impl_info{name="worstSetupStartpoint",value="b[10]"} 1
chip_impl_metric{name="core_util_floorplan",unit=""} 0.3036
chip_impl_metric{name="number_of_violations_reported_at_the_end_of_detailed_routing_iteration_0",unit=""} 2716
chip_impl_metric{name="synth.cell_area",unit="mm²"} 0.03259
chip_impl_metric{name="detail_route.drc_violations",unit=""} 0
chip_impl_metric{name="max-slew-margin-rel",unit=""} 0.3482
chip_impl_metric{name="switchingPower",unit="µW"} 21880
chip_impl_metric{name="vias_in_the_first_global_route",unit=""} 39118
chip_impl_metric{name="rows",unit=""} 120
chip_impl_metric{name="first_pass_iters",unit=""} 8
chip_impl_metric{name="warning_count_from_the_yosys_run",unit=""} 1
chip_impl_metric{name="route.vias.total",unit=""} 41154
chip_impl_metric{name="cp_data_required_time",unit="ns"} 70.88
chip_impl_metric{name="post_synth_num_cell_types",unit=""} 124
chip_impl_info{name="min_from",value="a[6]"} 1
chip_impl_metric{name="global_route.overflow_total",unit=""} 0
chip_impl_info{name="type_of_the_worst_setup_path",value="in -> out"} 1
chip_impl_metric{name="worst_path_largest_cell_delay",unit="ns"} 0.54
chip_impl_metric{name="arrival",unit="ns"} 96.48
chip_impl_metric{name="ir_drop",unit="V"} 0.003002
chip_impl_metric{name="post-route-min-period",unit="ns"} 114.20
chip_impl_metric{name="place_hpwl",unit="µm"} 106000
chip_impl_metric{name="routabilityCongestion",unit=""} 1.022
chip_impl_metric{name="grt.total_usage",unit=""} 0.2469
chip_impl_metric{name="design.seq.count",unit=""} 0
chip_impl_info{name="outcome",value="finished with violations"} 1
chip_impl_metric{name="worst_slew_pin_slew",unit="ns"} 0.9754
chip_impl_metric{name="antenna_found_initial",unit=""} 5
chip_impl_metric{name="ys_cells",unit=""} 4482
chip_impl_metric{name="die_width",unit="µm"} 331.6
chip_impl_metric{name="maxClockFrequency",unit="GHz"} 0.008757
chip_impl_metric{name="seqCellArea",unit="µm²"} 0
chip_impl_info{name="critPathLaunchType",value="primary input"} 1
chip_impl_info{name="critPathMostFrequentCell",value="o21a_1"} 1
chip_impl_metric{name="largest_net_degree_at_the_start_of_global_routing",unit=""} 42
chip_impl_metric{name="critical_path.max_fanout",unit=""} 7
chip_impl_info{name="crit_path_top_delay_cell",value="or4_4"} 1
chip_impl_info{name="grt_setup_unrepaired",value="yes"} 1
chip_impl_metric{name="layout.cell_area.non_filler",unit="mm²"} 0.05295
chip_impl_info{name="most-common-layout-cells",value="1926 x buf_4, 474 x ha_1, 471 x nand2_1"} 1
chip_impl_metric{name="clk_buf_instances",unit=""} 0
chip_impl_metric{name="chipHeight",unit="µm"} 331.6
chip_impl_metric{name="routed_wire_length_per_instance",unit="µm"} 17.70
chip_impl_metric{name="p_leak",unit="µW"} 0.02613
chip_impl_metric{name="yosysChipArea",unit="mm²"} 0.03259
chip_impl_metric{name="design.portCount",unit=""} 67
chip_impl_metric{name="maxCapViolCount",unit=""} 0
layer usage:
layer | GRT usage | part of all wire | routed length [µm]
met5 | 0 | 0.000080 | 11
met4 | 0.06076 | 0.034 | 4678
met3 | 0.05221 | 0.082 | 11360
met2 | 0.3861 | 0.43 | 59790
met1 | 0.3482 | 0.45 | 62280
area by class of cell:
cell class / instances / area (µm²)
Antenna cell: 3 / 7.507
Fill cell: 9483 / 54400
Inverter: 329 / 1266
Multi-Input combinational cell: 4015 / 34080
Tap cell: 1403 / 1755
Timing Repair Buffer: 2051 / 15840
final timing paths:
kind  endpoint  slack [ns]  cells after the start
min   outau[6]       36.37                      7
max   outau[0]      -25.60                    455
worst max-delay path: cells and delay by family:
family	cells	cell delay (ns)
adders and majority gates	31	8.09
muxes	6	1.79
xor gates and xnor gates	1	0.12
buffers and inverters	68	8.25
and+or+nand+nor	106	17.72
AOI/OAI and AO/OA	243	42.74
what timing repair did:
item	in CTS	in global routing
buffers inserted	432	111
hold endpoints to repair	0	0
gates cloned	2	0
setup endpoints to repair	8	9
pin swaps	256	183
hold buffers	0	0
gates resized	324	285
power groups by stage:
stage,combinational (µW),clock [µW],sequential (µW)
after global routing,53000,0.00000152,0
after CTS,45900,0,0
cell usage after synthesis, types with 110 or more instances:
cell      number  area (µm²)
a21oi_1      283        1416
clkbuf_1     110       412.9
fa_1         197        3944
ha_1         546        6832
inv_1        317        1190
nand2_1      506        1899
nor2_1       456        1712
nor3_1       243        1216
o21a_1       205        1539
o21ai_0      168       840.8
o31ai_1      128       960.9
xnor2_1      142        1244
cells by family (layout without fill, tap and decap cells):
| logic type | Yosys count | count (layout) | share of synthesized area |
|---|---|---|---|
| xor+xnor | 220 | 220 | 0.05912 |
| mux | 141 | 141 | 0.04768 |
| simple gates | 1644 | 1646 | 0.2380 |
| buf+inv | 484 | 2380 | 0.05808 |
| other cells | 1 | 19 | 0.0001151 |
| compound gates | 1248 | 1248 | 0.2661 |
| fa+ha+maj | 744 | 744 | 0.3309 |
stage by stage:
| stage | TNS (ns) | instances |
|---|---|---|
| detailed placement | -132.49 | 7259 |
| floorplan | -145.07 | 4497 |
| global route | -136.95 | 7799 |
| global placement | -125.05 | 7259 |
| CTS | -102.59 | 7693 |
| finish | -111.63 | 7801 |
No activity file was given, so power comes from the tool's default toggle rates.
