[flow/design.v]
`timescale 1ns / 1ps
module instmem(clk, we_IM, dataIM, addIM, outIM);
input clk;
input we_IM;
input [18:0] dataIM;
input [13:0] addIM;
output [18:0] outIM;
reg [18:0] outIM;
reg [18:0] mem [0 : 255];
always@(posedge clk)
begin
	if (we_IM == 1) begin
	mem[addIM] = dataIM;
	end
	else if (we_IM == 0) begin
	outIM = mem[addIM];
	end
end
endmodule
[flow/constraint.sdc]
current_design instmem

set clk_period 12.4
set clk_io_pct 0.2

create_clock -name clk0 -period $clk_period [get_ports {clk}]

set non_clock_inputs [all_inputs -no_clocks]
set_input_delay [expr $clk_period * $clk_io_pct] -clock clk0 $non_clock_inputs
set_output_delay [expr $clk_period * $clk_io_pct] -clock clk0 [all_outputs]
[flow/config.mk]
export PLATFORM = sky130hd
export DESIGN_NAME = instmem
export DESIGN_NICKNAME = instmem
export VERILOG_FILES = /design/flow/design.v
export SDC_FILE = /design/flow/constraint.sdc
export NUM_CORES = 4
export LEC_CHECK = 1
export CORE_UTILIZATION = 40
[flow/run.sh]
#!/bin/bash
# OpenROAD 26Q1-2900-gdf79404cd8, Yosys 0.63+post, stock flow scripts
make -C /OpenROAD-flow-scripts/flow DESIGN_CONFIG=/design/flow/config.mk WORK_HOME=/design/flow/orfs finish
==> results.sh <==
# yosys + openroad results
export IMPL_status="finished with violations"
export IMPL_violations="capacitance limit, slew limit"
export IMPL_critPathSlowestCell="nand4_1"
export IMPL_path_buffers=4
export IMPL_ys_ff=4883
export IMPL_fmax_mhz=122
export IMPL_ctsLongestPathBuffers=4
export IMPL_critical_path_top_delay_family="simple AND/OR/NAND/NOR gates"
export IMPL_setup_viol=0
export IMPL_first_global_vias=122000
export IMPL_synthFlopType="edfxtp_1"
export IMPL_ys_warn_count=2
export IMPL_path_cells="buf_2 -> buf_4 -> nand4b_4 -> buf_4 -> buf_4 -> nor2_2 -> a22oi_1 -> nand4_1 -> nor2_1 -> nand4_1 -> nor3_1 -> a21oi_1"
export IMPL_worstReg2RegStart="mem[171][11]"
export IMPL_synth_async_reset_ratio=0
export IMPL_cts_buffers=529
export IMPL_intPower_w=0.0291
export IMPL_drc=0
export IMPL_top_cell_area_share=0.813
export IMPL_critPathLaunch="addIM[6]"
export IMPL_crit_fanout=39
export IMPL_ant_nets=0
export IMPL_die_y_microns=673
export IMPL_grt_max_degree=124
export IMPL_crit_reg2reg_capture="outIM[11]"
export IMPL_ctsResizeCount=0
export IMPL_worstPathArrival_ns=9.02
export IMPL_critical_path_most_common_cell="buf_4"
export IMPL_path_class="input pin to register"
export IMPL_syn_avg_cell_area_sq_um=17.6
export IMPL_worst_pin_slew_ns=1.59
export IMPL_fp_utilization=0.402
export IMPL_vdd_drop_max_uv=146
export IMPL_synthCells=10200
export IMPL_seqPwrFrac=0.521
export IMPL_drive_gt1_frac=0.205
export IMPL_clock_power_share=0.394
export IMPL_dieWidth_microns=673
export IMPL_synthDistinctLibCells=85
export IMPL_crit_cells=12
export IMPL_critPathRequiredTime_ns=13.20
export IMPL_period_needed_ns=8.22
export IMPL_cts_tree="yes"
export IMPL_skew_ns=0.0428
export IMPL_grt_overflow_total=0
export IMPL_clkTransAtPathRegs_ns=0.06
export IMPL_gp_congestion=1.11
export IMPL_cap_violations=3
export IMPL_cp_start_kind="input pin"
export IMPL_clkLatencyLatePin_ns=1.15
export IMPL_grt_first_pass_wirelength_mm=1290
export IMPL_antenna_found_initial=143
export IMPL_switchingPower_w=0.00990
export IMPL_ys_area_sq_um=180000
export IMPL_drt_pass1_iterations=8
export IMPL_ctsHtreeMaxLevel=6
export IMPL_dieArea_sq_um=453000
export IMPL_finalCritPeriodShare=0.663
export IMPL_yosysCellCount=10200
export IMPL_synth_area_sq_um=180000
export IMPL_vias=122000
export IMPL_hold_class="register to register"
export IMPL_topCellsByArea="edfxtp_1, a22oi_1, o22ai_1"
export IMPL_avgRoutedWirePerCell_microns=57.8
export IMPL_post_cts_buffers=0
export IMPL_edf_count=4883
export IMPL_cts_sinks=4883
export IMPL_p_sw_frac=0.254
export IMPL_critPathCapture="outIM[11]"
export IMPL_nFillCells=36300
export IMPL_rsz0062_at_grt="false"
export IMPL_rrSetupSlack_ns=7.82
export IMPL_drtIter0Drc=12700
export IMPL_drv_slew=24
export IMPL_port_buffers=47
export IMPL_warnings=44
export IMPL_hold_viol=0
export IMPL_endpoint_kind="register"
export IMPL_cts_root_buf="clkbuf_16"
export IMPL_track_usage=0.502
export IMPL_postSynthSeqShare=0.813
export IMPL_syn_to_final_growth_pct=19.3
export IMPL_yosysTopAreaCell="edfxtp_1"
export IMPL_cts_hold_buf=0
export IMPL_core_sq_um=449000
export IMPL_max_slew_margin_rel=-0.0623
export IMPL_ioPinCount=54
export IMPL_cpPeakStageDelay_ns=1.07
export IMPL_ff2ff_path_depth=6
export IMPL_hpwl_mm=712
export IMPL_drt_total_wl_mm=1030
export IMPL_fin_tns_setup_ns=0
export IMPL_p_per_area_nw_per_um2=181
export IMPL_leakage_nw=68.2
export IMPL_via_per_inst=6.80
export IMPL_p_comb_frac=0.085
export IMPL_rows=246
export IMPL_utilization=0.479
-- sequential cells by signal, indices dropped and copies added, names as in the netlist --
name	count
outIM	19
mem	4864
-- power groups by stage --
stage                 clock network [W]  logic [W]  registers [W]
after CTS                        0.0154    0.00305         0.0203
after global routing             0.0160    0.00318         0.0204
final                            0.0154    0.00332         0.0203
-- metal layers --
layer	GRT usage	wire, microns	share of wire
met5	0.325	16000	0.015
met4	0.375	105000	0.10
met3	0.502	236000	0.23
met2	0.613	411000	0.40
met1	0.458	266000	0.26
-- stage by stage --
step | total power, W | cells | instance area (sq um) | hold slack, ns | setup slack, ns
after floorplan | 0.0213 | 10200 | 180000 | 0.516 | 4.49
after global placement | 0.0236 | 16700 | 198000 | 0.527 | 3.65
after detailed placement | 0.0237 | 16700 | 198000 | 0.542 | 3.71
after CTS | 0.0387 | 17700 | 214000 | 0.555 | 4.81
after global routing | 0.0396 | 17800 | 215000 | 0.565 | 4.47
final | 0.0390 | 17900 | 215000 | 0.559 | 4.18
-- logic make-up (layout without fill, tap and decap cells) --
family,count (synthesis),after routing,synth area share
AOI/OAI and AO/OA,3153,3153,0.130
xor gates and xnor gates,1,1,0.0000486
buffers and inverters,656,2133,0.0149
DFF,4883,4883,0.813
muxes,1,1,0.0000625
other,0,220,0
and+or+nand+nor,1536,1536,0.0420
-- placed cells by master, fill, tap and decap left out, types with 142 or more instances in the layout --
cell type / n
a22oi_1: 1794
nand2_1: 458
nor2_1: 241
clkbuf_16: 537
a22o_1: 198
nor2_2: 142
a222oi_1: 180
edfxtp_1: 4883
buf_4: 1125
o22ai_1: 287
nand4_1: 152
diode_2: 220
-- synth_stat cells, drive strengths merged (6+ instances only) --
| library cell | n |
|---|---|
| a2111oi | 19 |
| and4b | 8 |
| or4 | 29 |
| or2 | 7 |
| nand3 | 93 |
| nand4 | 153 |
| nor4bb | 11 |
| o21ai | 78 |
| a22oi | 1794 |
| inv | 9 |
| buf | 228 |
| nand4b | 14 |
| or4b | 9 |
| a21oi | 306 |
| nor4 | 106 |
| o211ai | 28 |
| nand4bb | 12 |
| nor4b | 9 |
| o22ai | 294 |
| a32oi | 40 |
| or3 | 16 |
| a221oi | 108 |
| and3 | 22 |
| a31oi | 21 |
| nor2 | 396 |
| a211oi | 18 |
| a22o | 198 |
| a222oi | 180 |
| edfxtp | 4883 |
| o2111ai | 6 |
| a32o | 12 |
| nor2b | 8 |
| nand2 | 458 |
| o22a | 10 |
| clkbuf | 417 |
| nand2b | 6 |
| o221ai | 9 |
| nor3 | 159 |
-- layout make-up --
| type | count | area (sq um) | share of cell area |
|---|---|---|---|
| antenna | 220 | 551 | 0.00256 |
| clock inverter | 285 | 2710 | 0.0126 |
| timing repair buffer | 1183 | 9270 | 0.0431 |
| tap | 5952 | 7450 | 0.0346 |
| multi-input combinational | 4691 | 34400 | 0.160 |
| inverter | 11 | 41.3 | 0.000192 |
| sequential | 4883 | 147000 | 0.682 |
| clock buffer | 654 | 13900 | 0.0646 |
-- how the worst min path moves through the flow --
stage / start / to / cells after the start
after CTS: mem[0][1] / outIM[1] / 1
after global routing: mem[0][7] / outIM[7] / 1
final: mem[0][7] / outIM[7] / 1
Power and IR drop assume default switching activity.
