`./run.sh`:
```
#!/bin/bash
# OpenROAD 26Q1-2900-gdf79404cd8, Yosys 0.63+post, stock flow scripts
make -C /OpenROAD-flow-scripts/flow DESIGN_CONFIG=/design/flow/config.mk WORK_HOME=/design/flow/orfs finish
```
`./config.mk`:
```
export PLATFORM = sky130hd
export DESIGN_NAME = crypto
export DESIGN_NICKNAME = crypto
export VERILOG_FILES = /design/flow/design.v
export SDC_FILE = /design/flow/constraint.sdc
export NUM_CORES = 4
export LEC_CHECK = 1
export CORE_AREA = 10 10 74 74
export DIE_AREA = 0 0 84 84
```
`./constraint.sdc`:
```
current_design crypto

set clk_period 3.3
set clk_io_pct 0.2

create_clock -name clk0 -period $clk_period

set non_clock_inputs [all_inputs -no_clocks]
set_input_delay [expr $clk_period * $clk_io_pct] -clock clk0 $non_clock_inputs
set_output_delay [expr $clk_period * $clk_io_pct] -clock clk0 [all_outputs]
```
`./design.v`:
```
`timescale 1ns / 1ps
module crypto(a,opcode,outcu);
input [15:0] a;
input [2:0] opcode;
output reg [31:0] outcu;
integer i;
always@(a,opcode,outcu)
begin
	case(opcode)
    3'b000: outcu = (a>>1) ^ a;
    3'b001: begin
        for (i=0; i<16; i=i+1) begin
        outcu[i] = ^(a>>i);  
    end
    end
	default outcu = 32'h00000000;
	endcase
end   
endmodule
```
==> reports/metrics.yaml <==
logic_synthesis:
  ys_cells: 105
  netlist_top_cells_area: "xnor2_1, buf_4, xor2_1"
  avgSynthCellArea_um2: 7.567
  mux_share_pct: 2.520
  synthTopLogicFamily: "XOR/XNOR gates"
  common_cells: "buf_4, xnor2_1, xor2_1, a21oi_1, nor2_1"
  ys_area_um2: 794.5
  synth.distinct_cells: 29
  ys_sh_adder_pct: 0
  ys_warn_count: 1
  synth.cellmix.compoundShare_pct: 9.606
  simple_gate_share_pct: 23.62
  top_area_cell: "xnor2_1"
  ys_seq_share_pct: 0
  top_area_share_pct: 17.64
  syn-cell-area_um2: 794.5
  synthXorXnorAreaFrac_pct: 44.41
  syn-instance-count: 105
global_route:
  grt_pass1_wl_mm: 4.022
  grt.total_usage_pct: 6.474
  busiest_layer: "met2"
  grt_max_degree: 24
  grt_pass1_vias: 823
  antenna_found_initial: 0
  grt-ovfl-total: 0
  met2_usage_pct: 10.38
  grt_use_met1_pct: 8.997
  grtUsageMet3_pct: 1.673
cells_and_area:
  n_fill_cell: 416
  seq_cell_count: 0
  area_growth_pct: 81.10
  fin_util_pct: 36.23
  logic_area_um2: 794.5
  fin_cells: 217
  regArea_um2: 0
  layout-drive-gt1-share_pct: 34.13
  clock_buffers: 0
detailed_routing:
  avgRoutedWirePerCell_um: 11.47
  vias: 829
  drc: 0
  insertedDiodeCount: 0
  first_pass_iters: 4
  antenna_left: 0
  routed_wl_mm: 2.490
  via_per_inst: 3.820
  drt_iter0_drc: 42
run_status:
  status: "finished clean"
run:
  drv_cap: 0
  warning_count: 32
placed_design:
  dp_hpwl_mm: 1.983
  dp.cells: 205
  port_buffers: 35
  place.gp.congestion: 0.7312
final_timing:
  final.setup.tns_ns: 0
  slew_violations: 0
  layout_min_cycle_time_ns: 3.194
  finalClockPeriodUsage_pct: 96.80
  holdWs_ns: 1.900
  max_freq_mhz: 313.1
  hold_viol: 0
  finalSetupViolCount: 0
floorplan:
  core_area_mm2: 0.003971
  fp-row-count: 23
  fp.dieH_um: 84
  core_util_floorplan_pct: 20.01
  dieArea_mm2: 0.007056
  die_w_um: 84
  io_pins: 51
power_and_ir_drop:
  ir_drop_uv: 110.0
  swShare_pct: 38.51
  pwr-share-comb_pct: 100.0
  power.switching_mw: 0.1565
  seq_power_share_pct: 0
  p_leak_nw: 0.7490
  powerDensity_mw_per_mm2: 282.3
  internal_power_mw: 0.2498
  p_clk_share_pct: 0
critical_path:
  cp.arrival_ns: 2.53
  startpoint_type: "input port"
  critPathCaptureType: "primary output"
  worstPathRequired_ns: 2.64
  cp_max_fo: 3
  criticalPathCategory: "input port to primary output"
min_path:
  min_path_type: "input port to primary output"
cts:
  cts_hold_buf: 0
## worst max-delay path, stage by stage
cell	delay, ns
clkdlybuf4s50_1	0.47
xnor2_2	0.19
buf_4	0.15
xnor3_1	0.35
nor3_2	0.08
a2111oi_4	0.31
nand2_1	0.08
dlygate4sd2_1	0.24
## power groups by stage
stage	Sequential (mW)	Combinational [mW]	Clock, mW
6_report	0	0.406	0
4_1_cts	0	0.384	0
5_1_grt	0	0.443	0
## logic make-up after synthesis
group / Yosys count
AOI/OAI and AO/OA: 13
xor gates and xnor gates: 31
muxes: 2
and+or+nand+nor: 35
buffers and inverters: 23
other: 1
## worst paths after layout
path | start | to | slack, ns | depth (start not counted)
min | a[6] | outcu[5] | 1.90 | 5
max | a[5] | outcu[1] | 0.11 | 8
## area by class of cell
class | count | share of cell area (%)
inverters | 1 | 0.2609
multi-input cells | 97 | 55.22
well taps | 50 | 4.348
repair buffers | 69 | 40.17
## what timing repair did
action,in CTS,in global routing
pin swaps,11,10
gates cloned,1,0
endpoints found under the setup margin,11,9
buffers inserted,8,4
resized,37,12
## through the flow
stage               instance area, um^2  power, mW  setup WS, ns
CTS                                1384     0.3845      0.001264
global placement                   1279     0.2957       -0.5553
floorplan                         850.8     0.1921        0.5212
global route                       1439     0.4433     -0.006884
finish                             1439     0.4062        0.1057
detailed placement                 1279     0.2970       -0.5774
## cell usage in the layout, fill, tap and decap left out, types with 4 or more instances in the layout
cell / count
xnor2_2: 7
buf_4: 32
clkdlybuf4s50_1: 16
nor2_1: 8
and3_1: 4
conb_1: 16
buf_2: 4
nand3_1: 4
nand2_1: 4
a21oi_1: 8
dlygate4sd2_1: 10
xnor2_1: 9
xor2_1: 9
## per-layer routing
metal	wire length, um	up-vias	part of all wire, %
met5	0	-	0
met4	0	0	0
met3	198	0	8.0
met2	1129	25	45
met1	1163	358	47
li1	-	446	-
Power is estimated from default activity; no workload was simulated.
